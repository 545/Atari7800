==> flow/design.v <==
`timescale 1ns / 1ps
module signal_filter(input clk, input in, output reg out);
	always @(posedge clk) begin
		out <= in;
	end
endmodule
module ps2_keyb_driver(ps2_clk, ps2_data, ps2_code, ps2_up, ps2_ext, ps2_event);
	input wire ps2_clk, ps2_data;
	output reg[7:0] ps2_code = 0;
	output reg ps2_up = 0, ps2_ext = 0, ps2_event = 0;
	reg[10:0] shreg = 11'b11111111111;
	wire[10:0] shnew = {ps2_data, shreg[10:1]};
	wire start = shnew[0], stop = shnew[10], parity = shnew[9];
	wire[7:0] data = shnew[8:1];
	always @(negedge ps2_clk) begin
		if (!start && stop && (parity == ~^data)) begin
			if (data == 8'hE0) begin
				ps2_ext <= 1;
			end else if (data == 8'hF0) begin
				ps2_up <= 1;
			end else begin
				ps2_code <= data;
				ps2_event <= 1;
			end
			shreg <= 11'b11111111111;
		end else begin
			if (ps2_event) begin
				ps2_up <= 0;
				ps2_ext <= 0;
				ps2_event <= 0;
			end
			shreg <= shnew;
		end
	end
endmodule
module ag_reg_decoder(keyb_in, shift, ctrl, keyb_out);
	input wire[6:0] keyb_in;
	input wire shift, ctrl;
	output wire[6:0] keyb_out;
	wire is_alpha = keyb_in[6] && !keyb_in[5];
	wire is_digit = !keyb_in[6] && keyb_in[5] && keyb_in[3:0];
	assign keyb_out =
		is_alpha?
			(shift?{1'b1,1'b1,keyb_in[4:0]}:
			 ctrl?{1'b0,1'b0,keyb_in[4:0]}:
			 keyb_in):
		is_digit?
			(shift?{1'b0,1'b1,~keyb_in[4],keyb_in[3:0]}:
			 keyb_in):
			 keyb_in;
endmodule
module ag_keyb_decoder(ps2_code, ps2_ext, shift, ctrl, alt, rus, keyb_code);
	input wire[7:0] ps2_code;
	input wire ps2_ext, shift, ctrl, alt, rus;
	output wire[6:0] keyb_code;
	reg[6:0] keyb_table[0:511];  
	integer i;
	wire[6:0] keyb_in;
	assign keyb_in = keyb_table[{rus,ps2_code}];
	ag_reg_decoder rd(keyb_in, shift, ctrl, keyb_code);
	initial begin
		for (i = 0; i < 512; i = i + 1) keyb_table[i] = 0;
		keyb_table['h15] = 'h51;  
		keyb_table['h1D] = 'h57;  
		keyb_table['h24] = 'h45;  
		keyb_table['h2D] = 'h52;  
		keyb_table['h2C] = 'h54;  
		keyb_table['h35] = 'h59;  
		keyb_table['h3C] = 'h55;  
		keyb_table['h43] = 'h49;  
		keyb_table['h44] = 'h4F;  
		keyb_table['h4D] = 'h50;  
		keyb_table['h54] = 'h5B;  
		keyb_table['h5B] = 'h5D;  
		keyb_table['h1C] = 'h41;  
		keyb_table['h1B] = 'h53;  
		keyb_table['h23] = 'h44;  
		keyb_table['h2B] = 'h46;  
		keyb_table['h34] = 'h47;  
		keyb_table['h33] = 'h48;  
		keyb_table['h3B] = 'h4A;  
		keyb_table['h42] = 'h4B;  
		keyb_table['h4B] = 'h4C;  
		keyb_table['h4C] = 'h2A;  
		keyb_table['h52] = 'h22;  
		keyb_table['h5D] = 'h5C;  
		keyb_table['h5A] = 'h0D;  
		keyb_table['h1A] = 'h5A;  
		keyb_table['h22] = 'h58;  
		keyb_table['h21] = 'h43;  
		keyb_table['h2A] = 'h56;  
		keyb_table['h32] = 'h42;  
		keyb_table['h31] = 'h4E;  
		keyb_table['h3A] = 'h4D;  
		keyb_table['h41] = 'h2C;  
		keyb_table['h49] = 'h2E;  
		keyb_table['h4A] = 'h2F;  
		keyb_table['h05] = 'h04;  
		keyb_table['h06] = 'h05;  
		keyb_table['h04] = 'h06;  
		keyb_table['h75] = 'h99;  
		keyb_table['h74] = 'h95;  
		keyb_table['h6B] = 'h88;  
		keyb_table['h66] = 'h88;  
		keyb_table['h72] = 'h9A;  
		keyb_table['h76] = 'h9B;  
		keyb_table['h29] = 'h20;  
		keyb_table['h0E] = 'h00;  
		keyb_table['h16] = 'h31;  
		keyb_table['h1E] = 'h32;  
		keyb_table['h26] = 'h33;  
		keyb_table['h25] = 'h34;  
		keyb_table['h2E] = 'h35;  
		keyb_table['h36] = 'h36;  
		keyb_table['h3D] = 'h37;  
		keyb_table['h3E] = 'h38;  
		keyb_table['h46] = 'h39;  
		keyb_table['h45] = 'h30;  
		keyb_table['h4E] = 'h2D;  
		keyb_table['h55] = 'h3B;  
		keyb_table['h115] = 'h4A;  
		keyb_table['h11D] = 'h43;  
		keyb_table['h124] = 'h55;  
		keyb_table['h12D] = 'h4B;  
		keyb_table['h12C] = 'h45;  
		keyb_table['h135] = 'h4E;  
		keyb_table['h13C] = 'h47;  
		keyb_table['h143] = 'h5B;  
		keyb_table['h144] = 'h5D;  
		keyb_table['h14D] = 'h5A;  
		keyb_table['h154] = 'h48;  
		keyb_table['h15B] = 'h3A;  
		keyb_table['h11C] = 'h46;  
		keyb_table['h11B] = 'h59;  
		keyb_table['h123] = 'h57;  
		keyb_table['h12B] = 'h41;  
		keyb_table['h134] = 'h50;  
		keyb_table['h133] = 'h52;  
		keyb_table['h13B] = 'h4F;  
		keyb_table['h142] = 'h4C;  
		keyb_table['h14B] = 'h44;  
		keyb_table['h14C] = 'h56;  
		keyb_table['h152] = 'h5C;  
		keyb_table['h15D] = 'h2B;  
		keyb_table['h15A] = 'h0D;  
		keyb_table['h11A] = 'h51;  
		keyb_table['h122] = 'h5E;  
		keyb_table['h121] = 'h53;  
		keyb_table['h12A] = 'h4D;  
		keyb_table['h132] = 'h49;  
		keyb_table['h131] = 'h54;  
		keyb_table['h13A] = 'h58;  
		keyb_table['h141] = 'h42;  
		keyb_table['h149] = 'h2C;  
		keyb_table['h14A] = 'h2F;  
		keyb_table['h105] = 'h04;  
		keyb_table['h106] = 'h05;  
		keyb_table['h104] = 'h06;  
		keyb_table['h175] = 'h99;  
		keyb_table['h174] = 'h95;  
		keyb_table['h16B] = 'h88;  
		keyb_table['h166] = 'h88;  
		keyb_table['h172] = 'h9A;  
		keyb_table['h176] = 'h9B;  
		keyb_table['h129] = 'h20;  
		keyb_table['h10E] = 'h00;  
		keyb_table['h116] = 'h31;  
		keyb_table['h11E] = 'h32;  
		keyb_table['h126] = 'h33;  
		keyb_table['h125] = 'h34;  
		keyb_table['h12E] = 'h35;  
		keyb_table['h136] = 'h36;  
		keyb_table['h13D] = 'h37;  
		keyb_table['h13E] = 'h38;  
		keyb_table['h146] = 'h39;  
		keyb_table['h145] = 'h30;  
		keyb_table['h14E] = 'h2D;  
		keyb_table['h155] = 'h3B;  
	end
endmodule
module ag_keyb(clk, ps2_bus, keyb_reg, keyb_clear, keyb_rus, keyb_rst, keyb_pause);
	input clk;
	input wire[1:0] ps2_bus;
	output wire[7:0] keyb_reg;
	input wire keyb_clear;
	output wire keyb_rus;
	output wire keyb_rst;
	output wire keyb_pause;
	wire ps2_clk, ps2_data;
	assign {ps2_clk, ps2_data} = ps2_bus;
	reg[7:0] keyb_code;
	reg clr = 0, got = 0;
	reg lshift = 0, rshift = 0, ctrl = 0, alt = 0, rus = 0, rst = 0, pause = 0;
	wire[7:0] ps2_code;
	wire ps2_up, ps2_ext, ps2_event;
	assign keyb_reg = clr?0:keyb_code;
	assign keyb_rus = rus;
	assign keyb_rst = rst;
	assign keyb_pause = pause;
	wire[6:0] dec_code;
	ps2_keyb_driver kd(ps2_clk, ps2_data, ps2_code, ps2_up, ps2_ext, ps2_event);
	ag_keyb_decoder dec(ps2_code, ps2_ext, lshift | rshift, ctrl, alt, rus, dec_code);
	always @(posedge clk) begin
		if (keyb_clear) clr <= 1;
		if (ps2_event && !got) begin
			if (!ps2_up) begin
				if (ps2_code == 8'h12 && ctrl) rus <= 0;
				else if (ps2_code == 8'h14 && lshift) rus <= 0;
				else if (ps2_code == 8'h59 && ctrl) rus <= 1;
				else if (ps2_code == 8'h14 && rshift) rus <= 1;
				clr <= 0;
				keyb_code <= {|dec_code, dec_code};
			end
			if (ps2_code == 8'h12) lshift <= ~ps2_up;
			else if (ps2_code == 8'h59) rshift <= ~ps2_up;
			else if (ps2_code == 8'h14 || ps2_code == 8'h0D) ctrl <= ~ps2_up;  
			else if (ps2_code == 8'h11) alt <= ~ps2_up;
			else if (ps2_code == 8'h7E) pause <= ~ps2_up;
			if (ps2_code == 8'h76 && ctrl) rst <= ~ps2_up;
			got <= 1;
		end
		if (!ps2_event) got <= 0;
	end
endmodule
==> flow/run.sh <==
#!/bin/bash
# OpenROAD 26Q1-2900-gdf79404cd8, Yosys 0.63+post, stock flow scripts
make -C /OpenROAD-flow-scripts/flow DESIGN_CONFIG=/design/flow/config.mk WORK_HOME=/design/flow/orfs finish
==> flow/config.mk <==
export PLATFORM = sky130hd
export DESIGN_NAME = ag_keyb
export DESIGN_NICKNAME = ag_keyb
export VERILOG_FILES = /design/flow/design.v
export SDC_FILE = /design/flow/constraint.sdc
export NUM_CORES = 4
export LEC_CHECK = 1
export CORE_UTILIZATION = 40
==> flow/constraint.sdc <==
current_design ag_keyb

set clk_period 5.4
set clk_io_pct 0.2

create_clock -name clk0 -period $clk_period [get_ports {clk}]
create_clock -name clk1 -period $clk_period [get_ports {ps2_bus}]

set non_clock_inputs [all_inputs -no_clocks]
set_input_delay [expr $clk_period * $clk_io_pct] -clock clk0 $non_clock_inputs
set_output_delay [expr $clk_period * $clk_io_pct] -clock clk0 [all_outputs]
==> out/qor.txt <==
I/O pins: 15
Hold WS: -0.05718 ns
Synthesis area per yosys: 3174 um2
Syn Area/Cell: 8.118 um2
Mapped Area: 3174 um2
Top delay family on crit path: simple AND/OR/NAND/NOR gates
Critical path endpoint: keyb_code[7]
Remaining DRCs: 0
CP max FO: 5
Layout cell share with drive strength beyond 1: 0.3383
WS Path Type: flop to flop
Fin. Hold Viols: 1
Clk pin slew, worst setup/hold paths: 0.06 ns
# setup viols final: 2
Outcome: complete, but fails checks
CP max stage delay: 0.54 ns
Chip Footprint: 8296 um2
Initial antenna violation count: 0
Placed cell count: 584
Total stage count of the critical path: 10
Setup WS pre-CTS: -0.5381 ns
Worst min-delay path class: clock port to flop
Unrepaired setup endpoints after global routing: yes
Dominant flop cell: edfxtp_1
P_leak: 2.011 nW
Finished Layout Cells: 640
Gr usage total: 0.3128
Worst setup EP type: flop
Pwr dens: 236.9 nW/um2
Total Power: 1.156 mW
Buf/Inv on CP: 2
Core box area: 7687 um2
Die H: 91.08 um
CP required: 5.39 ns
Placed wire-length estimate: 8.374 mm
Cell Chain, Critical Path: inv_4 -> ha_4 -> and3b_1 -> o31ai_2 -> buf_4 -> a21oi_1 -> a221oi_2 -> a31oi_4 -> or4b_4 -> or4b_1
# Cells Yosys: 391
Crit Reg-Reg Startpoint: kd.ps2_code[1]
Unique cell types: 65
Antenna-violating nets left: 0
Worst path slowest cell: or4b_4
Die width: 91.08 um
Fin area: 4881 um2
Yosys warnings: 3
Worst reg-to-reg path cell count: 10
Crit path arrival time: 5.88 ns
Clk_skew: 0.05568 ns
Synth area leader: edfxtp_1
Top-area cell share: 0.2176
Tool warnings: 115
Number of global-route vias before repair: 3,775
Flop2flop setup slack: -0.49 ns
Worst VDD drop: 0.5154 mV
Init Core Util: 0.4129
Max_cap viols: 0
Rows: 32
Setup TNS: -0.7295 ns
WL per Instance: 19.05 um
Starting DRC count in detailed routing: 300
Total gr overflow: 0
Area post-placement: 4151 um2
Worst slew pin tran: 0.7125 ns
Gp weighted congestion: 1.014
Largest net degree at the start of global routing: 31
Pins Over Slew Limit: 0
Post-synthesis instance total: 391
Final worst slack: -0.4939 ns
CP Launch Type: flop
Max-slew headroom: 0.5233
Synth Seq Share: 0.2996
Number of enable flip-flop cells: 23
DR pass1 iterations: 5
Post-DR vias/cell: 5.834
First-pass GRT wire length: 19.18 mm
Fin util: 0.6349
Async SR Flop Fraction: 0
Failing checks: hold timing, setup timing
CTS hold repair buffers: 0
Number of I/O port buffers: 12
Routed vias: 3,734
Final wirelength: 12.19 mm
CP Launch Point: kd.ps2_code[1]
Leading cell types by count after synthesis: nand2_1 (33), a21oi_1 (31), nor2_1 (31)
Area Overhead vs Synth: 53.76%
Reg2reg end: keyb_code[7]
Ys flops: 36
Top cell type by instance count after synthesis: nand2_1
Top cells by area: edfxtp_1 (22%), dfxtp_1 (8.2%), ha_1 (5.9%)
CTS tree: yes
Diodes inserted: 0
==> timing repair <==
action / 4_1_cts / 5_1_grt
hold endpoints to repair: 0 / 0
pin swaps: 10 / 2
endpoints found under the setup margin: 4 / 5
gates resized: 32 / 10
buffers inserted: 8 / 0
==> kinds of logic after synthesis <==
group / share of synthesized area
buffers and inverters: 0.08119
multiplexers: 0.01734
AND-OR/OR-AND: 0.2728
adder cells (fa/ha/maj): 0.05912
XOR/XNOR: 0.01931
AND/OR/NAND/NOR: 0.2507
flip-flops: 0.2996
==> state kept, by name, summed over array words and instances (netlist names) <==
name          cells
rus               1
kd.ps2_event      1
kd.shreg         10
kd.ps2_up         1
pause             1
ctrl              1
clr               1
kd.ps2_code       8
lshift            1
got               1
rst               1
rshift            1
keyb_code         8
==> layer usage <==
layer  track usage  vias up  share of wire
li1              -     1728              -
met1        0.4334     1732           0.42
met2        0.4255      221           0.43
met3        0.1335       53           0.10
met4        0.1508        0          0.041
met5       0.01282        -              0
==> report_power, final <==
group | internal, mW | switching (mW) | leakage, nW | total (mW)
logic | 0.000633 | 0.000113 | 1.28 | 0.000747
clock network | 0.506 | 0.329 | 0.350 | 0.836
registers | 0.320 | 0.0000000000000000767 | 0.382 | 0.320
==> worst min path at each step <==
stage / start / endpoint / depth (start not counted)
after CTS: ps2_bus[0] / kd.shreg[10] / 2
after global routing: ps2_bus[0] / kd.shreg[10] / 2
final: ps2_bus[0] / kd.shreg[10] / 2
==> placed cells by master, fill, tap and decap left out, types with 4 or more instances in the layout <==
| cell | Yosys | routed |
|---|---|---|
| and2_1 | 5 | 5 |
| clkbuf_8 | 0 | 19 |
| a21o_1 | 4 | 4 |
| a21oi_1 | 31 | 28 |
| nand3_1 | 7 | 7 |
| edfxtp_1 | 23 | 23 |
| dfxtp_1 | 13 | 13 |
| nand2_1 | 33 | 33 |
| xnor2_1 | 5 | 4 |
| nand2b_1 | 16 | 16 |
| nor4_1 | 5 | 5 |
| o32ai_1 | 5 | 4 |
| o22ai_1 | 4 | 4 |
| nor2b_1 | 22 | 19 |
| ha_4 | 0 | 6 |
| buf_6 | 4 | 5 |
| a211oi_1 | 8 | 7 |
| ha_1 | 15 | 7 |
| buf_12 | 0 | 4 |
| o21ai_0 | 22 | 20 |
| mux2i_1 | 4 | 4 |
| buf_4 | 4 | 111 |
| clkdlybuf4s50_1 | 0 | 12 |
| nor3_1 | 9 | 9 |
| inv_1 | 18 | 36 |
| nor2_1 | 31 | 31 |
| a31oi_1 | 8 | 7 |
| o211ai_1 | 6 | 6 |
| nand3b_1 | 4 | 4 |
| clkbuf_16 | 0 | 4 |
==> layout make-up <==
cell class,count,area [um2]
Fill cell,603,2806
Clock buffer,25,369.1
Sequential cell,36,950.9
Inverter,17,66.31
Tap cell,102,127.6
Multi-Input combinational cell,302,2152
Timing Repair Buffer,133,1105
Clock inverter,25,110.1
==> worst reg2reg max path, cell delays in order (launching register included) <==
cell and delay [ns]:
edfxtp_1 0.51, inv_4 0.11, ha_4 0.19, and3b_1 0.22
o31ai_2 0.19, buf_4 0.16, a21oi_1 0.07, a221oi_2 0.37
a31oi_4 0.05, or4b_4 0.54, or4b_1 0.47
No activity file was given, so power comes from the tool's default toggle rates.
