$ cat design/flow/run.sh
#!/bin/bash
# OpenROAD 26Q1-2900-gdf79404cd8, Yosys 0.63+post, stock flow scripts
make -C /OpenROAD-flow-scripts/flow DESIGN_CONFIG=/design/flow/config.mk WORK_HOME=/design/flow/orfs finish
$ cat design/flow/config.mk
export PLATFORM = sky130hd
export DESIGN_NAME = line_ram
export DESIGN_NICKNAME = line_ram
export VERILOG_FILES = /design/flow/design.v
export SDC_FILE = /design/flow/constraint.sdc
export NUM_CORES = 4
export LEC_CHECK = 1
export CORE_UTILIZATION = 30
$ cat design/flow/constraint.sdc
current_design line_ram

set clk_period 86.9
set clk_io_pct 0.2

create_clock -name clk0 -period $clk_period [get_ports {SYSCLK}]

set non_clock_inputs [all_inputs -no_clocks]
set_input_delay [expr $clk_period * $clk_io_pct] -clock clk0 $non_clock_inputs
set_output_delay [expr $clk_period * $clk_io_pct] -clock clk0 [all_outputs]
$ cat design/flow/design.v
`timescale 1ns / 1ps
`default_nettype none
module line_ram(
    input  logic SYSCLK, RESET,
    output logic [7:0]  PLAYBACK,
    input  logic [7:0]         INPUT_ADDR,
    input  logic [2:0]         PALETTE,
    input  logic [7:0]         PIXELS,
    input  logic               WM, IND,
    input  logic PALETTE_W, INPUT_W, PIXELS_W, WM_W, IND_W,
    input  logic [24:0][7:0]   COLOR_MAP,
    input  logic [1:0]         READ_MODE,
    input  logic               KANGAROO_MODE, BORDER_CONTROL,
    input  logic               CHARACTER_WIDTH, COLOR_KILL,
    input  logic               LRAM_SWAP,
    input  logic [8:0]         LRAM_OUT_COL
);
   logic [159:0][4:0]          lram_in, lram_out;
   logic [7:0]                 input_addr;
   logic [2:0]                 palette;
   logic                       wm, ind;
   logic [2:0]               display_mode;
   assign display_mode = {wm, READ_MODE};
   logic [2:0]               playback_palette;
   logic [1:0]               playback_color;
   logic [4:0]               playback_cell;
   logic [8:0]               playback_ix;
   logic [7:0]               lram_ix;
   assign playback_ix = (LRAM_OUT_COL < 9'd320) ? LRAM_OUT_COL : 9'd0;
  always_comb begin
      if (playback_color == 2'b0) begin
         PLAYBACK = COLOR_MAP[0];
      end else begin
         PLAYBACK = COLOR_MAP[3 * playback_palette + playback_color];
      end
   end
   always_comb begin
      lram_ix = playback_ix[8:1];  
      playback_cell = lram_out[lram_ix];
      playback_palette = playback_cell[4:2];  
      playback_color = playback_cell[1:0];
      casex (READ_MODE)
        2'b0x: begin
            playback_palette = playback_cell[4:2];
            playback_color = playback_cell[1:0];
        end
        2'b10: begin
            playback_palette = {playback_cell[4], 2'b0};
            if (playback_ix[0]) begin
                playback_color = {playback_cell[0], playback_cell[2]};
            end else begin
                playback_color = {playback_cell[1], playback_cell[3]};
            end
        end
        2'b11: begin
            playback_palette = playback_cell[4:2];
            if (playback_ix[0]) begin
                playback_color = {playback_cell[0], 1'b0};
            end else begin
                playback_color = {playback_cell[1], 1'b0};
            end
        end
      endcase
   end
   always_ff @(posedge SYSCLK, posedge RESET) begin
      if (RESET) begin
         input_addr <= 8'b0;
         palette <= 3'b0;
      end else begin
         input_addr <= INPUT_W ? INPUT_ADDR : input_addr;
         palette <= PALETTE_W ? PALETTE : palette;
         wm <= WM_W ? WM : wm;
         ind <= IND_W ? IND : (INPUT_W ? ind : 1'b0);
         if (LRAM_SWAP) begin
            lram_in <= 800'b0;
            lram_out <= lram_in;
         end
         if (PIXELS_W) begin
            case (wm)
            1'b0: begin
                input_addr <= input_addr + 4;
                if (|PIXELS[7:6] && input_addr < 10'd160)
                    lram_in[input_addr+0] <= {palette, PIXELS[7:6]};
                if (|PIXELS[5:4] && input_addr < 10'd159)
                    lram_in[input_addr+1] <= {palette, PIXELS[5:4]};
                if (|PIXELS[3:2] && input_addr < 10'd158)
                    lram_in[input_addr+2] <= {palette, PIXELS[3:2]};
                if (|PIXELS[1:0] && input_addr < 10'd157)
                    lram_in[input_addr+3] <= {palette, PIXELS[1:0]};
            end
            1'b1: begin
                input_addr <= input_addr + 2;
                if (|PIXELS[7:6] && input_addr < 10'd160)
                    lram_in[input_addr+0] <= {palette[2], PIXELS[3:2], PIXELS[7:6]};
                if (|PIXELS[5:4] && input_addr < 10'd159)
                    lram_in[input_addr+1] <= {palette[2], PIXELS[1:0], PIXELS[5:4]};
            end
            endcase
         end
      end
   end
endmodule
==> changes_impl.md <==
### Metrics

- Ys async rst share: 0.00682
- Simple-gate share of the synthesized area: 0.161
- Mapped Area: 124000 µm²
- IO Port Bufs: 245
- Aoi share: 0.351
- First-pass GRT wire length: 2350000 µm
- # Cells Yosys: 14600
- Setup Buffers After CTS: 0
- Commonest flop: edfxtp_1
- XOR/XNOR Fraction of Synth Area: 0.00417
- EDFF count, synth: 1601
- Top area cell types: edfxtp_1, a21oi_1, nand2_1
- Cells after synthesis: 14600
- Row cnt: 235
- Status: stopped before the end
- Error: [ERROR GRT-0116] Global routing finished with congestion. Check the congestion regions in the DRC Viewer.
- Vias in the first global route: 200000
- # IOs: 252
- Post-synth regs: 1612
- Largest type area fraction: 0.387
- DP HPWL: 1200000 µm
- Total CTS buffers: 217
- Clock root buffer: clkbuf_16
- Hold buffers post-CTS: 0
- Unique cell type count in the Yosys netlist: 114
- Number of H-tree levels: 4
- Largest net degree at the start of global routing: 89
- Adder Area Share: 0.00340
- Dpl cells: 20600
- Dominant comb cell: AND-OR/OR-AND gates
- GPL Wtd Cong: 1.42
- Failing step: 5_1_grt
- Post-CTS Resized: 0
- Avg Synthesized Cell Area: 8.49 µm²
- DIE HEIGHT: 645 µm
- Cell taking the most area after synthesis: edfxtp_1
- Mux contribution to synthesized area: 0.0422
- GRT overflow: 1569
- Max clock buf depth: 4
- Clock sink count: 1612
- Yosys chip area: 124000 µm²
- Post-place setup slack: 42.58 ns
- Sequential share of the synthesized area: 0.389
- All-Layer GR Usage: 0.871
- Warnings, synthesis: 1
- Fp util: 0.302
- Die width: 645 µm
## per-layer routing
metal  GRT usage  overflow
met1       0.885       205
met2       0.924       596
met3       0.840       283
met4       0.805       448
met5       0.719        37
## synth_stat cells (all sizes together), types with 66 or more instances
cell	count
o32ai	70
a211oi	269
nand4	76
mux2	76
mux2i	244
a2111oi	70
a31oi	237
nor3	379
o21ai	1175
o22ai	741
nor2	1270
a32o	67
a32oi	181
nor2b	311
a21oi	1438
o211ai	255
o221ai	326
a22o	86
o31ai	66
nand2	1701
a22oi	584
clkbuf	1208
edfxtp	1601
o2111ai	72
a221oi	321
mux4	86
buf	297
nand3	394
## kinds of logic after synthesis
family | after synthesis
buffers and inverters | 1566
flip-flops | 1612
multiplexers | 406
XOR/XNOR | 51
adder cells (fa/ha/maj) | 32
AND-OR/OR-AND | 6500
AND/OR/NAND/NOR | 4456
## metrics by stage
step	utilization	instance area, µm²
CTS	0.366	150000
detailed placement	0.348	143000
global placement	0.348	143000
floorplan	-	124000
