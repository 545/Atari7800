**flow/run.sh**
```bash
#!/bin/bash
# OpenROAD 26Q1-2900-gdf79404cd8, Yosys 0.63+post, stock flow scripts
make -C /OpenROAD-flow-scripts/flow DESIGN_CONFIG=/design/flow/config.mk WORK_HOME=/design/flow/orfs finish
```
**flow/config.mk**
```make
export PLATFORM = sky130hd
export DESIGN_NAME = RIOT
export DESIGN_NICKNAME = RIOT
export VERILOG_FILES = /design/flow/design.v
export SDC_FILE = /design/flow/constraint.sdc
export NUM_CORES = 4
export LEC_CHECK = 1
export CORE_UTILIZATION = 50
```
**flow/constraint.sdc**
```tcl
current_design RIOT

set clk_period 30.4
set clk_io_pct 0.2

create_clock -name clk0 -period $clk_period [get_ports {CLK}]

set non_clock_inputs [all_inputs -no_clocks]
set_input_delay [expr $clk_period * $clk_io_pct] -clock clk0 $non_clock_inputs
set_output_delay [expr $clk_period * $clk_io_pct] -clock clk0 [all_outputs]
```
**flow/design.v**
```verilog
`timescale 1ns / 1ps
module RIOT(A,  
	    Din,  
	    Dout,  
	    CS,  
	    CS_n,  
	    R_W_n,  
	    RS_n,  
	    RES_n,  
	    IRQ_n,  
	    CLK,    
	    PAin,   
	    PAout,  
	    PBin,   
	    PBout); 
   input [6:0] A;
   input [7:0] Din;
   output [7:0] Dout;
   input 	CS, CS_n, R_W_n, RS_n, RES_n, CLK;
   output 	IRQ_n;
   input [7:0] 	PAin, PBin;
   output [7:0] PAout, PBout;  
   reg [7:0] 	Dout;  
   reg [7:0] 	RAM[127:0];  
   reg [7:0] 	DRA, DRB;  
   reg [7:0] 	DDRA, DDRB;  
   wire 	PA7;
   reg 		R_PA7;
   assign PA7 = (PAin[7] & ~DDRA[7]) | (DRA[7] & DDRA[7]);
   assign PAout = DRA & DDRA;
   assign PBout = DRB & DDRB;
   reg [8:0] 	Timer;
   reg [9:0] 	Prescaler;
   reg [1:0] 	Timer_Mode;
   reg 		Timer_Int_Flag, PA7_Int_Flag, Timer_Int_Enable, PA7_Int_Enable, PA7_Int_Mode;  
   wire [9:0] 	PRESCALER_VALS[3:0];
   assign PRESCALER_VALS[0] = 10'd0;
   assign PRESCALER_VALS[1] = 10'd7;
   assign PRESCALER_VALS[2] = 10'd63;
   assign PRESCALER_VALS[3] = 10'd1023;
   assign IRQ_n = ~(Timer_Int_Flag & Timer_Int_Enable | PA7_Int_Flag & PA7_Int_Enable);
   wire [6:0] 	op;
   reg [6:0] 	R_op;
   assign op = {RS_n, R_W_n, A[4:0]};
   reg [7:0] 	R_Din;
   integer 	cnt;
   always @(posedge CLK)
     begin
	if (~RES_n) begin
	   DRA <= 8'b0;
	   DDRA <= 8'b0;
	   DRB <= 8'b00010100;
	   DDRB <= 8'b00010100;
	   Timer_Int_Flag <= 1'b0;
	   PA7_Int_Flag <= 1'b0;
	   PA7_Int_Enable <= 1'b0;
	   PA7_Int_Mode <= 1'b0;
	   for (cnt = 0; cnt < 128; cnt = cnt + 1)
	     RAM[cnt] <= 8'b0;
	   R_PA7 <= 1'b0;
	   R_op <= 7'b0100000;
	   R_Din <= 8'b0;
	end
	else if (CS & ~CS_n) begin
	   R_PA7 <= PA7;
	   R_op <= op;
	   R_Din <= Din;
	   casex (op)
	     7'b101x1xx: Timer_Int_Flag <= 1'b0;
	     7'b11xx1x0: Timer_Int_Flag <= 1'b0;
	     default: if (Timer == 9'b111111111) Timer_Int_Flag <= 1'b1;
	   endcase
	   casex (op)
	     7'b11xx1x1: PA7_Int_Flag <= 1'b0;
	     default: PA7_Int_Flag <= PA7_Int_Flag | (PA7 != R_PA7 & PA7 == PA7_Int_Mode);
	   endcase
	   casex(op)  
	     7'b01xxxxx: Dout <= RAM[A];
	     7'b00xxxxx: RAM[A] <= Din;
	     7'b11xx000 : Dout <= (PAin & ~DDRA) | (DRA & DDRA);
	     7'b10xx000: DRA <= Din;
	     7'b11xx001: Dout <= DDRA;
	     7'b10xx001: DDRA <= Din;
	     7'b11xx010: Dout <= (PBin & ~DDRB) | (DRB & DDRB);
	     7'b10xx010: DRB <= Din;
	     7'b11xx011: Dout <= DDRB;
	     7'b10xx011: DDRB <= Din;
	     7'b11xx1x0: Dout <= Timer[7:0];
	     7'b11xx1x1: Dout <= {Timer_Int_Flag, PA7_Int_Flag, 6'b0};
	     7'b100x1x0: begin
		PA7_Int_Mode <= A[0]; PA7_Int_Enable <= A[1];
	     end
	   endcase
	end
	else begin
	   if (Timer == 9'b111111111)
	     Timer_Int_Flag <= 1'b1;
	   R_PA7 <= PA7;
	   PA7_Int_Flag <= PA7_Int_Flag | (PA7 != R_PA7 & PA7 == PA7_Int_Mode);
	   R_op <=7'b0100000;
	end
     end
   always @(negedge CLK)begin
      if (~RES_n) begin
	 Timer <= 9'b0;
	 Timer_Mode <= 2'b0;
	 Prescaler <= 10'b0;
	 Timer_Int_Enable <= 1'b0;
      end
      else
	casex
	  (R_op)
	  7'b101x1xx:begin
	     Timer <= {1'b0, R_Din};
	     Timer_Mode <= R_op[1:0];
	     Prescaler <= PRESCALER_VALS[R_op[1:0]];
	     Timer_Int_Enable <= R_op[3];
	  end
	  default:if (Timer != 9'b100000000) begin
	     if (Prescaler != 10'b0)
	       Prescaler <= Prescaler - 10'b1;
	     else begin
		if (Timer == 9'b0)
		  begin
		     Prescaler <= 10'b0;
		     Timer_Mode <= 2'b0;
		  end
		else
		  Prescaler <= PRESCALER_VALS[Timer_Mode];
		Timer <= Timer - 9'b1;
	     end
	  end
	endcase
   end
endmodule
```
==> results.json <==
{
  "status": "finished clean",
  "holdPathEnd": "R_Din[6]$_SDFFE_PN0N_",
  "syn_to_final_growth_pct": 11.75,
  "yosys_area_sq_mm": 0.05181,
  "r2r-end": "Prescaler[6]$_SDFFE_NN0P_",
  "post_drt_via_cell_ratio": 5.869,
  "synth-main-ff-cell": "edfxtp_1",
  "postCtsHoldBufs": 0,
  "min_from": "R_Din[6]$_SDFFE_PN0N_",
  "insertion_delay_ps": 710,
  "final_cell_mix": "edfxtp_1, and2_1, buf_4",
  "worstPathArrival_ps": 16860,
  "final_common_cell": "edfxtp_1",
  "cts_max_level": 3,
  "rows": 117,
  "crit_path_max_fanout": 2,
  "critPathCaptureType": "output port",
  "power_density_mw_per_mm2": 59.75,
  "drv_slew": 0,
  "first_pass_iters": 9,
  "grt_pass1_wl_microns": 217300,
  "r2r_slack_ps": 13460,
  "hold_viol_final": 0,
  "grt_max_degree": 73,
  "critPathKind": "reg -> out",
  "synth_flop_count": 1106,
  "hold_path_class": "reg -> reg",
  "slew_headroom": 0.3714,
  "grt_use_total": 0.3168,
  "drive_above_1_share": 0.1399,
  "portBuffers": 61,
  "gp_congestion": 0.9530,
  "p_leak_nw": 20.53,
  "cts_buffer_depth": 3,
  "cts-resized-gates": 0,
  "chipArea_sq_mm": 0.1049,
  "drt-initial-drc-count": 2333,
  "tritoncts": "yes",
  "first_global_vias": 32189,
  "post_cts_buffers": 0,
  "postSynthSeqShare": 0.6267,
  "critPathRequiredTime_ps": 24320,
  "critPathLaunchType": "flip-flop",
  "reg2reg_depth": 5,
  "rsz0062_at_grt": "no",
  "syn_area_per_cell_sq_um": 13.25,
  "die_h_microns": 323.9,
  "r2r-start": "R_op[5]$_SDFF_PN1_",
  "finalSetupTns_ps": 0,
  "ioPinCount": 62,
  "coreArea_sq_mm": 0.1022,
  "async_reset_ff_frac": 0,
  "antenna_left": 0,
  "antenna_found_initial": 4,
  "syn_area_sq_mm": 0.05181,
  "dp_hpwl_microns": 93900,
  "clockRootBuffer": "clkbuf_16",
  "peakVddDrop_uv": 41.98,
  "wirelength_microns": 148300,
  "ys_cells": 3911,
  "maxCapViolCount": 0,
  "die_w_microns": 323.9,
  "vias": 31987,
  "clk_pin_slew_worst_paths_ps": 60,
  "wire_per_inst_microns": 27.20,
  "finish.utilization": 0.5666,
  "initial_utilization": 0.5070,
  "synth_cell_types": 71,
  "setup-violations-final": 0,
  "worst_pin_slew_ps": 919.1,
  "synth-edff-count": 1032,
  "insertedDiodeCount": 0,
  "hold_path_depth": 2,
  "synthCells": 3911,
  "skew_ps": 17.99,
  "drcViolationCount": 0,
  "globalRoute.totalOverflow": 0,
  "ys_warn_count": 1,
  "cts_sinks": 1106,
  "tool_warnings": 49,
  "numCtsBuffers": 115
}
## layout make-up
type / instances / area [sq um]
Clock buffer: 152 / 3126
Clock inverter: 80 / 543.0
Fill cell: 8146 / 44280
Inverter: 16 / 61.31
Multi-Input combinational cell: 2465 / 17880
Sequential cell: 1106 / 32470
Tap cell: 1368 / 1712
Timing Repair Buffer: 263 / 2102
## registers in the layout, summed over array words and instances (netlist names), 2 cells and up
name / flops
DRB: 8
DDRA: 8
R_op: 7
Timer: 9
RAM: 1024
DRA: 8
Timer_Mode: 2
Dout: 8
DDRB: 8
Prescaler: 10
R_Din: 8
## stage by stage
stage                     cell area (sq um)  std cells  total power [W]  setup WS (ps)  hold slack, ps
after global routing                  57900       5450         0.003569           7418           484.1
after floorplan                       51810       3911         0.002003           8409           436.6
after CTS                             57900       5450         0.003480           7430           457.8
after global placement                54230       5219         0.002130           7802           443.7
after detailed placement              54230       5219         0.002130           7795           448.3
final                                 57900       5450         0.003459           7462           456.3
## per-layer routing
layer | part of all wire | track usage
met3 | 0.14 | 0.1698
met5 | 0.00068 | 0.005093
met4 | 0.034 | 0.08438
met1 | 0.39 | 0.4798
met2 | 0.44 | 0.4381
## synth_stat cells, types with 8 or more instances
cell          n  area share
buf_2        44      0.0043
nand2b_1     10      0.0012
and2_1      983        0.12
buf_6        12      0.0026
o22ai_1      81      0.0098
o2bb2ai_1    31      0.0052
nor3b_1      12      0.0017
and3_1       71      0.0086
mux4_2      155       0.067
buf_4        27      0.0039
edfxtp_1   1032        0.60
nand2_1     163       0.012
o21ai_0     180       0.017
nor2_1      205       0.015
o21ai_1       9     0.00087
a211oi_1      9      0.0013
a22oi_1      15      0.0022
nor3_1       12      0.0012
nor2b_1      12      0.0014
a21oi_1     115       0.011
nand4_1       8     0.00097
o221ai_1     19      0.0032
nand3_1      51      0.0049
mux2i_1     186       0.036
a41oi_1      15      0.0025
buf_1        11     0.00080
inv_1        15      0.0011
clkbuf_1    229       0.017
dfxtp_1      74       0.029
nand3b_1     14      0.0020
## logic make-up after synthesis
kind of cell | share of synthesized area
buf+inv | 0.02939
flops | 0.6267
fa+ha+maj | 0.0007246
simple gates | 0.1727
xor+xnor | 0.001522
mux | 0.1055
compound gates | 0.06344
## report_power, final
group	internal [W]	leakage, nW	switching [W]	total (W)
Sequential	0.00174	10.4	0.0000304	0.00177
Combinational	0.000117	8.25	0.000210	0.000327
Clock	0.000770	1.88	0.000592	0.00136
## worst max path at each step
stage                             start  endpoint  slack, ps  depth (start not counted)
4_1_cts   Timer_Int_Enable$_SDFFE_NN0P_     IRQ_n       7430                          2
5_1_grt   Timer_Int_Enable$_SDFFE_NN0P_     IRQ_n       7420                          2
6_report  Timer_Int_Enable$_SDFFE_NN0P_     IRQ_n       7460                          2
## critical path, cell delays in order, from the launching register on
cell,delay (ps)
dfxtp_1,300
a22oi_1,170
clkdlybuf4s50_1,490
No activity file was given, so power comes from the tool's default toggle rates.
